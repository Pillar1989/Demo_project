==> design/flow/design.v <==
`timescale 1ns / 1ps
module QSPI_slave
#(
parameter   data_width    =   8               ,
parameter   addr_width    =   32              ,
parameter   dummy         =   4               
)
(
input                                  I_qspi_clk          , 
input                                  I_qspi_cs           ,
inout                                  IO_qspi_io0         , 
inout                                  IO_qspi_io1         , 
inout                                  IO_qspi_io2         , 
inout                                  IO_qspi_io3         , 
output        [addr_width-1:0]         o_addr              ,
output        [data_width-1:0]         o_data              ,
input         [data_width-1:0]         i_data              ,
output                                 o_valid             ,
output                                 i_valid             
);
localparam   INS_QPage_Program =   8'b00110010  ;  
localparam   INS_FRead_Quad    =   8'b01101011  ;  
reg         [addr_width-1:0]         R_o_addr           ;
reg         [data_width-1:0]         R_o_data           ;
reg                                  R_o_valid          ;
reg                                  R_i_valid          ;   
assign o_addr  = R_o_addr;
assign o_data  = {R_o_data[7:4],IO_qspi_io3,IO_qspi_io2,IO_qspi_io1,IO_qspi_io0};
assign o_valid = R_o_valid;
assign i_valid = R_i_valid;
reg         R_qspi_io0          ;
reg         R_qspi_io1          ;
reg         R_qspi_io2          ;
reg         R_qspi_io3          ;          
reg         R_qspi_io0_out_en   ;
reg         R_qspi_io1_out_en   ;
reg         R_qspi_io2_out_en   ;
reg         R_qspi_io3_out_en   ;
assign IO_qspi_io0     =   R_qspi_io0_out_en ? R_qspi_io0 :1'bz;                
assign IO_qspi_io1     =   R_qspi_io1_out_en ? R_qspi_io1 :1'bz;                
assign IO_qspi_io2     =   R_qspi_io2_out_en ? R_qspi_io2 :1'bz ;                
assign IO_qspi_io3     =   R_qspi_io3_out_en ? R_qspi_io3 :1'bz ;
reg     [7:0]   count;
always @(posedge I_qspi_clk or posedge I_qspi_cs)
begin
    if (I_qspi_cs) begin
        count <= 0;
    end
    else 
    begin
        count <= count + 1;
    end
end
reg [7:0] R_INS;
always @(posedge I_qspi_clk or posedge I_qspi_cs)
begin
    if (I_qspi_cs) begin
        R_INS <= 0;
    end
    else 
    begin
        if (count < 8) 
        begin
            R_INS[7-count] <= IO_qspi_io0;
        end
    end
end
always @(posedge I_qspi_clk or posedge I_qspi_cs)
begin
    if (I_qspi_cs) begin
        R_qspi_io0_out_en <= 0;
        R_qspi_io1_out_en <= 0;
        R_qspi_io2_out_en <= 0;
        R_qspi_io3_out_en <= 0;
    end
    else 
    begin
        if ((R_INS == INS_FRead_Quad )&&(count >= 19 ))
        begin
        R_qspi_io0_out_en <= 1;
        R_qspi_io1_out_en <= 1;
        R_qspi_io2_out_en <= 1;
        R_qspi_io3_out_en <= 1;
        end
        else
        begin
        R_qspi_io0_out_en <= 0;
        R_qspi_io1_out_en <= 0;
        R_qspi_io2_out_en <= 0;
        R_qspi_io3_out_en <= 0;
        end
    end
end
reg [addr_width-1:0] addr;
always @(posedge I_qspi_clk or posedge I_qspi_cs)
begin
    if (I_qspi_cs) 
        addr <= 0;
    else 
    begin 
        if ((count >= 8 )&&(count <= 15 ))
        begin
            addr[31:28] <= addr[27:24];
            addr[27:24] <= addr[24:20];
            addr[23:20] <= addr[19:16];
            addr[19:16] <= addr[15:12];
            addr[15:12] <= addr[11:8];
            addr[11:8]  <= addr[7:4];
            addr[7:4]   <= addr[3:0];
            addr[3:0]   <= {IO_qspi_io3,IO_qspi_io2,IO_qspi_io1,IO_qspi_io0};
        end
    end
end
reg addr_add;
always @(posedge I_qspi_clk or posedge I_qspi_cs)
begin
    if (I_qspi_cs) 
        addr_add <= 0;
    else 
    begin 
        if ((R_INS == INS_FRead_Quad )&&(count >= 17 ))
            addr_add <= !addr_add;
        else if ((R_INS == INS_QPage_Program )&&(count >= 20 ))
            addr_add <= !addr_add;
        else
            addr_add <= 0;
    end
end
always @(posedge I_qspi_clk or posedge I_qspi_cs)
begin
    if (I_qspi_cs) 
        R_o_addr <= 0;
    else 
    begin 
        if (count == 15 )
            R_o_addr <= {addr[27:0],IO_qspi_io3,IO_qspi_io2,IO_qspi_io1,IO_qspi_io0};
        else if ((count >= 18 )&&(addr_add))
            R_o_addr <= R_o_addr + 1;
    end
end
reg Write_HL;
always @(posedge I_qspi_clk or posedge I_qspi_cs)
begin
    if (I_qspi_cs) 
        Write_HL <= 0;
    else 
    begin 
        if ((R_INS == INS_QPage_Program )&&(count >= 20 ))
            Write_HL <= !Write_HL;
        else
            Write_HL <= 0;
    end
end
always @(negedge I_qspi_clk or posedge I_qspi_cs)
begin
    if (I_qspi_cs ) 
        R_o_valid <= 0;
    else 
    begin 
        if ((R_INS == INS_QPage_Program )&&(count >= 21 ))
            R_o_valid <= !R_o_valid;
        else
            R_o_valid <= 0; 
    end
end
always @(posedge I_qspi_clk or posedge I_qspi_cs)
begin
    if (I_qspi_cs) 
        R_o_data[7:0] <= 0;
    else 
    begin 
        if ((R_INS == INS_QPage_Program )&&(count >= 20 ))
        begin
            if (Write_HL)
                R_o_data[3:0] <= {IO_qspi_io3,IO_qspi_io2,IO_qspi_io1,IO_qspi_io0} ;
            else
                R_o_data[7:4] <= {IO_qspi_io3,IO_qspi_io2,IO_qspi_io1,IO_qspi_io0} ;
        end
        else
            R_o_data[7:0] <= 0;
    end
end
reg Read_HL;
always @(posedge I_qspi_clk or posedge I_qspi_cs)
begin
    if (I_qspi_cs) 
    begin
        Read_HL <= 0;
    end
    else 
    begin 
        if ((R_INS == INS_FRead_Quad )&&(count >= 19 ))
            Read_HL <= !Read_HL;
        else
            Read_HL <= 0;
    end
end
always @(posedge I_qspi_clk or posedge I_qspi_cs)
begin
    if (I_qspi_cs) 
    begin
        R_qspi_io0 <= 0;
        R_qspi_io1 <= 0;
        R_qspi_io2 <= 0;
        R_qspi_io3 <= 0;
    end
    else 
    begin 
        if ((R_INS == INS_FRead_Quad )&&(count >= 19 ))
            if (Read_HL)
            begin
                R_qspi_io0 <= i_data[0];
                R_qspi_io1 <= i_data[1];
                R_qspi_io2 <= i_data[2];
                R_qspi_io3 <= i_data[3];
            end
            else
            begin
                R_qspi_io0 <= i_data[4];
                R_qspi_io1 <= i_data[5];
                R_qspi_io2 <= i_data[6];
                R_qspi_io3 <= i_data[7];
            end
        else
        begin
            R_qspi_io0 <= 0;
            R_qspi_io1 <= 0;
            R_qspi_io2 <= 0;
            R_qspi_io3 <= 0;
        end
    end
end
always @(posedge I_qspi_clk or posedge I_qspi_cs)
begin
    if (I_qspi_cs) 
    begin
        R_i_valid <= 0;
    end
    else 
    begin 
        if ((R_INS == INS_FRead_Quad )&&(count >= 18 )&&(count < 82))
            R_i_valid <= !R_i_valid; 
        else
            R_i_valid <= 0;
    end
end
endmodule
==> design/flow/run.sh <==
#!/bin/bash
# OpenROAD 26Q1-2900-gdf79404cd8, Yosys 0.63+post, stock flow scripts
make -C /OpenROAD-flow-scripts/flow DESIGN_CONFIG=/design/flow/config.mk WORK_HOME=/design/flow/orfs finish
==> design/flow/config.mk <==
export PLATFORM = sky130hd
export DESIGN_NAME = QSPI_slave
export DESIGN_NICKNAME = QSPI_slave
export VERILOG_FILES = /design/flow/design.v
export SDC_FILE = /design/flow/constraint.sdc
export NUM_CORES = 4
export LEC_CHECK = 1
export CORE_UTILIZATION = 50
==> design/flow/constraint.sdc <==
current_design QSPI_slave

set clk_period 4.3
set clk_io_pct 0.2

create_clock -name clk0 -period $clk_period [get_ports {I_qspi_clk}]

set non_clock_inputs [all_inputs -no_clocks]
set_input_delay [expr $clk_period * $clk_io_pct] -clock clk0 $non_clock_inputs
set_output_delay [expr $clk_period * $clk_io_pct] -clock clk0 [all_outputs]
==> flow_metrics.tcl <==
# yosys + openroad results
set metrics [dict create \
    cts_buffers 9 \
    edf_count 0 \
    die_h_um 100 \
    io_pins 56 \
    ys_seq_share_pct 46.2 \
    yosys_warnings 5 \
    ys_area_um2 4820 \
    dp_slack_ns 0.363 \
    root_buffer "clkbuf_8" \
    dp_hpwl_um 7470 \
    yosys.area.top_type "dfrtp_1" \
    netlist_instances 469 \
    h-tree-depth 3 \
    fp_util_pct 51.9 \
    ff_type "dfrtp_1" \
    synth.ff_latch_count 89 \
    cts_hold_buffers 0 \
    rows 35 \
    outcome "did not finish" \
    cts_sinks 89 \
    die_x_um 100 \
    top_area_share_pct 45.7 \
    port_buffers 51 \
    lastStage "4_1_cts" \
    post-cts-setup-buffers 0 \
    cts_buffer_depth 2 \
    error "[error] [KeplerFormal.cpp:679] Workflow failed: Iso has multiple drivers: .IO_qspi_io00, IO_qspi_io0$_DFF_PP0_.Q0" \
    gp_congestion 0.930 \
    ctsResizeCount 0 \
    mappedNetlistArea_um2 4820 \
    synthArstFlopShare_pct 100 \
    yosys_cells 469 \
    ys_types 56 \
    synthTopCellsByArea "dfrtp_1 46%, mux2_2 8.4%, ha_1 4.7%, nand2_1 3.8%, nand3_1 2.8%" \
    syn_area_per_cell_um2 10.3 \
]
-- stage by stage --
stage / power (W) / cell area (um^2) / std cells / util (%)
after floorplan: 0.00100 / 4820 / 469 / -
after global placement: 0.00109 / 5400 / 628 / 58.1
after detailed placement: 0.00109 / 5400 / 628 / 58.1
-- cells by family after synthesis --
group / Yosys count / synth area share [%]
and+or+nand+nor: 190 / 20.8
DFF: 89 / 46.2
AOI/OAI and AO/OA: 69 / 9.97
muxes: 44 / 10.1
buffers and inverters: 35 / 3.92
xor gates and xnor gates: 24 / 4.36
adders and majority gates: 18 / 4.68
-- synth_stat cells, drive strengths merged (7+ instances only) --
cell type  instances
mux2i              8
nor2              36
a21oi              8
nor3              16
o311ai             9
nand3             27
ha                18
nand2             49
nand4             13
dfrtp             88
o21ai             26
clkbuf             9
buf               19
mux2              36
xor2              10
xnor2             14
inv                7
Power and IR drop assume default switching activity.
